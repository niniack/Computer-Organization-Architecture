==> /design/flow/design.v <==
module forward(RegWrite_EX_MEM,
               RegWrite_MEM_WB,
               RFWriteReg_EX_MEM,
               RFWriteReg_MEM_WB,
               RegisterRs_ID_EX,
               RegisterRt_ID_EX,
               ForwardA,
               ForwardB);
  input wire RegWrite_EX_MEM;
  input wire RegWrite_MEM_WB;
  input wire [4:0] RFWriteReg_EX_MEM;
  input wire [4:0] RFWriteReg_MEM_WB;
  input wire [4:0] RegisterRs_ID_EX;
  input wire [4:0] RegisterRt_ID_EX;
  output reg [1:0] ForwardA;
  output reg [1:0] ForwardB;
  always@(*) begin
    if (RegWrite_EX_MEM == 1'b1 && (RFWriteReg_EX_MEM != 0) &&
            (RFWriteReg_EX_MEM == RegisterRs_ID_EX)) begin
      ForwardA <= 2'b10;
      ForwardB <= 2'b00;
    end
    else if (RegWrite_EX_MEM == 1'b1 && (RFWriteReg_EX_MEM != 0) &&
            (RFWriteReg_EX_MEM == RegisterRt_ID_EX)) begin
      ForwardA <= 2'b00;
      ForwardB <= 2'b10;
    end
    else if (RegWrite_MEM_WB == 1'b1 && (RFWriteReg_MEM_WB != 0) &&
            (RFWriteReg_MEM_WB == RegisterRs_ID_EX)) begin
      ForwardA <= 2'b01;
      ForwardB <= 2'b00;
    end
    else if (RegWrite_MEM_WB == 1'b1 && (RFWriteReg_MEM_WB != 0) &&
            (RFWriteReg_MEM_WB == RegisterRt_ID_EX)) begin
      ForwardA <= 2'b00;
      ForwardB <= 2'b01;
    end
    else begin
      ForwardA <= 2'b00;
      ForwardB <= 2'b00;
    end
  end
endmodule
==> /design/flow/run.sh <==
#!/bin/bash
# OpenROAD 26Q1-2900-gdf79404cd8, Yosys 0.63+post, stock flow scripts
make -C /OpenROAD-flow-scripts/flow DESIGN_CONFIG=/design/flow/config.mk WORK_HOME=/design/flow/orfs finish
==> /design/flow/config.mk <==
export PLATFORM = sky130hd
export DESIGN_NAME = forward
export DESIGN_NICKNAME = forward
export VERILOG_FILES = /design/flow/design.v
export SDC_FILE = /design/flow/constraint.sdc
export NUM_CORES = 4
export LEC_CHECK = 1
export CORE_AREA = 10 10 70 70
export DIE_AREA = 0 0 80 80
==> /design/flow/constraint.sdc <==
current_design forward

set clk_period 3.3
set clk_io_pct 0.2

create_clock -name clk0 -period $clk_period

set non_clock_inputs [all_inputs -no_clocks]
set_input_delay [expr $clk_period * $clk_io_pct] -clock clk0 $non_clock_inputs
set_output_delay [expr $clk_period * $clk_io_pct] -clock clk0 [all_outputs]
==> flow_metrics.py <==
# Generated from Yosys and OpenROAD reports
metrics = {
    "run_status": {
        "status": "complete, no violations",
    },
    "logic_synthesis": {
        "ys_sh_simple": 0.345,
        "ys_sh_xor": 0.596,
        "ys_types": 14,
        "synth_area_per_cell_um2": 7.95,
        "syn_area_um2": 294,
        "synthAdderAreaFrac": 0,
        "logic_family": "XOR/XNOR gates",
        "synthesis.instances": 37,
        "ys_sh_aoi": 0.0596,
        "ys_warn_count": 1,
        "ys_chip_area_um2": 294,
        "ys_seq_frac": 0,
        "mux_area_frac": 0,
        "yosys_cells": 37,
    },
    "sta": {
        "finalClockPeriodUsage": 0.967,
        "slew_violations": 0,
        "relSlewSlack": 0.748,
        "min_period_ns": 3.19,
        "rsz0062_at_grt": "no",
        "hold_viol": 0,
        "final.setup.tns_ns": 0,
        "fmax_mhz": 313,
        "setup_viol": 0,
        "tightestPinTransition_ns": 0.375,
    },
    "power_and_ir_drop": {
        "p_int_mw": 0.0488,
        "pwr_density_cell_nw_per_um2": 105,
        "power_frac_comb": 1.000,
        "p_switching_mw": 0.0272,
        "pwr-share-clk": 0,
        "p_seq_frac": 0,
        "leakage_nw": 0.281,
        "ir_drop_mv": 0.0148,
        "netSwitchingFraction": 0.358,
        "finalPower_mw": 0.0760,
    },
    "drt": {
        "via_per_inst": 3.38,
        "routedWlPerCell_um": 10.5,
        "route.detailed.drc": 0,
        "ant_nets": 0,
        "totalWireLength_um": 1260,
        "antenna_cells": 0,
        "dr.pass1.iters": 4,
        "drt_iter0_drc": 13,
        "via_count": 406,
    },
    "floorplanning": {
        "floorplanUtilization": 0.0861,
        "core_um2": 3420,
        "die_x_um": 80,
        "top_level_ports": 26,
        "die_area_um2": 6400,
        "die_height_um": 80,
        "num_rows": 21,
    },
    "critical_path": {
        "crit_arrival_ns": 2.53,
        "slowest_delay_ns": 0.41,
        "crit_slowest_cell": "clkdlybuf4s50_1",
        "crit_family": "buffers and inverters",
        "crit_path_end_kind": "output port",
        "cp_common_cell": "clkdlybuf4s50_1",
        "crit_fanout": 3,
        "crit_path_cell_trace": "clkdlybuf4s50_1, buf_4, xor2_1, nor3_1, nand3_1, a21oi_2, and2b_2, clkdlybuf4s50_1",
        "critical_path_class": "input pin to output port",
        "critPathLaunchType": "input pin",
        "crit_required_ns": 2.64,
        "crit_buf_inv": 3,
    },
    "global_routing": {
        "grt_usage": 0.0372,
        "grt_max_degree": 4,
        "antenna_found_initial": 0,
        "grt_overflow": 0,
        "grt_pass1_vias": 453,
        "grt_first_pass_wirelength_um": 1990,
    },
    "final_layout": {
        "clkbuf_count": 0,
        "regArea_um2": 0,
        "fillCellCount": 375,
        "fin_util": 0.211,
        "nFlopsAndLatches": 0,
        "syn2layout_area_growth_pct": 145,
        "stdcell_area_um2": 721,
        "combGateArea_um2": 313,
        "drive_gt1_frac": 0.243,
    },
    "flow_run": {
        "warning_count": 32,
        "max-cap-violations": 0,
    },
    "hold_path": {
        "hp-class": "input pin to output port",
    },
    "placement": {
        "dp_hpwl_um": 1140,
        "place_area_um2": 679,
        "gp_congestion": 0.838,
        "io_buffer_count": 26,
    },
    "clock_tree": {
        "cts_hold_buf": 0,
    },
}
[kinds of logic after synthesis]
logic type | Yosys count
AOI/OAI and AO/OA | 2
and+or+nand+nor | 15
xor gates and xnor gates | 20
[synth_stat cells, drive strengths merged]
cell    n  area share
nor3    3       0.051
and2b   1       0.030
nand4   2       0.043
o21ai   1       0.030
xnor2  10        0.30
nor4b   1       0.051
a21oi   1       0.030
nor2    2       0.026
nor3b   1       0.026
or4     2       0.064
nand3   2       0.034
nor4    1       0.021
xor2   10        0.30
[final timing paths]
path,from,depth (start not counted),endpoint,slack [ns]
setup / recovery,RFWriteReg_EX_MEM[2],8,ForwardA[0],0.11
hold / removal,RFWriteReg_EX_MEM[0],6,ForwardB[0],2.02
[cell usage in the layout (no fill, tap or decap), types with 2 or more instances in the layout]
master            n
clkdlybuf4s50_1  23
nand4_1           2
xnor2_1          10
nand3_1           2
or4_4             2
buf_4            11
dlymetal6s2s_1    3
nor3_1            3
xor2_1           10
[final cells by class]
cell class         count  share of cell area
repair buffers        37               0.486
multi-input cells     37               0.434
well taps             46              0.0799
[metal layers]
layer / share of wire / vias up / global-route usage
met5: 0 / - / 0
met4: 0 / 0 / 0
met3: 0.085 / 0 / 0.00455
met2: 0.47 / 21 / 0.0690
met1: 0.44 / 179 / 0.0468
li1: - / 206 / -
[power groups by stage]
stage / Combinational (mW) / Sequential (mW) / Clock (mW)
final: 0.0760 / 0 / 0
after global routing: 0.0836 / 0 / 0
after CTS: 0.0734 / 0 / 0
[through the flow]
step / worst slack [ns] / instances / hold slack (ns)
after floorplan: 1.04 / 37 / 1.40
after global placement: 0.0461 / 118 / 2.31
after detailed placement: 0.0213 / 118 / 2.31
after CTS: 0.0211 / 118 / 2.31
after global routing: 0.0193 / 120 / 2.06
final: 0.107 / 120 / 2.02
[repair_timing]
action	CTS	global route
setup buffers	0	2
endpoints found under the setup margin	0	2
gates resized	0	7
No activity file was given, so power comes from the tool's default toggle rates.
