### /design/flow/run.sh
#!/bin/bash
# OpenROAD 26Q1-2900-gdf79404cd8, Yosys 0.63+post, stock flow scripts
make -C /OpenROAD-flow-scripts/flow DESIGN_CONFIG=/design/flow/config.mk WORK_HOME=/design/flow/orfs finish
### /design/flow/config.mk
export PLATFORM = sky130hd
export DESIGN_NAME = pipe_register
export DESIGN_NICKNAME = pipe_register
export VERILOG_FILES = /design/flow/design.v
export SDC_FILE = /design/flow/constraint.sdc
export NUM_CORES = 4
export LEC_CHECK = 1
export CORE_AREA = 10 10 101 101
export DIE_AREA = 0 0 111 111
### /design/flow/constraint.sdc
current_design pipe_register

set clk_period 1.2
set clk_io_pct 0.2

create_clock -name clk0 -period $clk_period [get_ports {clk}]

set non_clock_inputs [all_inputs -no_clocks]
set_input_delay [expr $clk_period * $clk_io_pct] -clock clk0 $non_clock_inputs
set_output_delay [expr $clk_period * $clk_io_pct] -clock clk0 [all_outputs]
### /design/flow/design.v
module pipe_register #(parameter N=32) (clk, rst, hold, clear, in, out);
  input clk;
  input rst;
  input hold;
	input clear;
  input wire [N-1:0] in;
  output reg [N-1:0] out;
  always @(posedge clk) begin
    if (clear || rst) begin
      out <= {N{1'b0}};
    end
    else if (hold) begin
      out <= out;
    end
    else begin
      out <= in;
    end
  end
endmodule
==> flow_summary.yaml <==
# physical design summary
worst_setup_path:
  crit_fanout: 2
  crit_arrival_ns: 0.84
  path_class: "reg2out"
  critPathBufInv: 1
  max_stage_delay_ns: 0.31
  cp.required_ns: 0.96
  cp_cell_sequence: "dlygate4sd2_1"
  reg2reg_from: "out[2]"
  reg2reg_depth: 3
  crit_family: "flip-flops"
  cp-end-kind: "primary output"
  timing.rr.end: "out[2]"
  cpMaxStageDelayCell: "dfxtp_1"
  critPathLaunchType: "flip-flop"
  reg2reg_slack_ns: 0.49
yosys:
  synth_flop_count: 32
  ys_types: 7
  ys_cells: 105
  yosysChipArea_um2: 1160
  ys_seq_frac: 0.554
  yosysWarnings: 1
  syn_avg_cell_area_um2: 11.0
  syn_area_um2: 1160
  synth_cells: 105
pwr:
  leakagePower_nw: 0.974
  report.power.total_mw: 2.26
  p_per_area_nw_per_um2: 1110
  ir_drop_uv: 323
clock_network:
  cts_tree: "done"
  root_buffer: "clkbuf_8"
  clk_path_buf_depth: 2
  clk_latency_ns: 0.27
  cts.sinks: 32
  htreeDepth: 2
  clkTransAtPathRegs_ns: 0.07
  numCtsBuffers: 5
finish:
  nFillCells: 859
  layout.cells.non_filler: 281
  largest_register_ffs: 32
  reg.largest.list: "out (32)"
  drive_above_1_share: 0.239
  lay_top_cells: "clkdlybuf4s50_1 (34), mux2i_1 (32), nor2_1 (32), dlygate4sd2_1 (32), dfxtp_2 (31)"
  largest-register: "out"
  syn2layout_area_growth_pct: 76.5
  utilization: 0.251
  layout_top_cell: "clkdlybuf4s50_1"
worst_hold_path:
  min_to: "out[30]"
  min_from: "hold"
  hp-class: "in2reg"
  hold-path-cell-count: 4
place:
  dp_hpwl_mm: 2.50
  place_inst: 272
  portBuffers: 67
  place_congestion: 0.727
  pre_cts_ws_ns: -0.0602
floorplanning:
  io_pins: 68
  core_area_um2: 8130
  fp_util: 0.142
  die_h_um: 111
  die_area_um2: 12300
  die_w_um: 111
  rows: 33
route:
  dr.pass1.iters: 4
  vias: 926
  route.met3.wl_um: 222
  antenna_left: 0
  wl_met1_mm: 1.50
  antenna_cells: 0
  wl_per_cell_um: 11.8
  drt-total-wl_mm: 3.33
  met2_length_mm: 1.54
  viasPerCell: 3.30
  dr.max_layer_used: "met4"
  drc: 0
  first_iter_violations: 30
timing:
  hold_viol: 0
  fin_crit_ns: 1.08
  fin_worst_skew_ns: 0
  max-slew-margin-rel: 0.900
  fin_ws_ns: 0.117
  worst_hold_slack_ns: 0.463
  fmax_mhz: 924
  slew_violations: 0
  post-route-period-util: 0.902
  tightestPinTransition_ns: 0.146
  setup_viol: 0
  rsz0062_at_grt: "no"
grt:
  grt_pass1_vias: 986
  antenna_found_initial: 0
  grt_overflow: 0
  grtUsageTotal: 0.0528
  grt_max_degree: 33
  grt_pass1_wl_mm: 5.46
status:
  status: "completed"
job:
  cap_violations: 0
  warnings: 25
## power breakdown
group | total, mW | internal, mW | switching, mW
Sequential | 1.12 | 1.10 | 0.0151
Combinational | 0.297 | 0.202 | 0.0945
Clock | 0.850 | 0.468 | 0.382
Total | 2.26 | 1.77 | 0.491
## cell families (layout without fill, tap and decap cells)
logic type / after synthesis / in the layout / share of synthesized area
and+or+nand+nor: 33 / 33 / 0.109
buffers and inverters: 8 / 79 / 0.0595
muxes: 32 / 32 / 0.277
DFF: 32 / 32 / 0.554
## per-layer routing
layer / GRT usage / up-vias
li1: - / 483
met1: 0.0673 / 401
met2: 0.0837 / 40
met3: 0.0192 / 2
met4: 0.0113 / 0
met5: 0 / -
## cells in the mapped netlist
master    count  area (µm²)
buf_4         4        30.0
buf_6         3        33.8
clkbuf_2      1        5.00
dfxtp_1      32         641
mux2i_1      32         320
nor2_1       32         120
or2_1         1        6.26
## per-stage QoR
stage,area [µm²],setup TNS (ns)
after detailed placement,1940,-1.61
final,2040,0
after floorplan,1160,0
after global routing,2040,0
after global placement,1940,-1.03
after CTS,2040,0
## area by class of cell
type / count / area, µm² / area share
repair buffers: 71 / 693 / 0.340
flip-flops and latches: 32 / 679 / 0.333
multi-input cells: 65 / 447 / 0.219
well taps: 105 / 131 / 0.0644
clock buffers: 8 / 90.1 / 0.0441
## worst register-to-register path, delay by kind of cell (launching register included)
family | cells | cell delay [ns]
and+or+nand+nor | 1 | 0.05
muxes | 1 | 0.12
DFF | 1 | 0.32
buffers and inverters | 1 | 0.12
## repair_timing
item / 4_1_cts / 5_1_grt
resized: 63 / 0
setup endpoints to repair: 32 / 0
hold buffers: 0 / 0
buffers inserted: 1 / 0
## how the worst max path moves through the flow
stage,depth (start not counted),slack (ns),startpoint,end
after CTS,1,0.08,out[30],out[30]
after global routing,1,0.06,out[30],out[30]
final,1,0.12,out[30],out[30]
Power is estimated from default activity; no workload was simulated.
