## /design/flow/design.v

```verilog
module hazard(MemRead_ID_EX,
              RFWriteReg_EX_MEM,
              RegWrite_ID_EX,
              RegWrite_EX_MEM,
              RegisterRs_IF_ID,
              RegisterRt_IF_ID,
              RegisterRs_ID_EX,
              RegisterRt_ID_EX,
              Stall_Data_Hazard);
  input wire MemRead_ID_EX;
  input wire [4:0] RFWriteReg_EX_MEM;
  input wire RegWrite_ID_EX;
  input wire RegWrite_EX_MEM;
  input wire [4:0] RegisterRs_IF_ID;
  input wire [4:0] RegisterRt_IF_ID;
  input wire [4:0] RegisterRs_ID_EX;
  input wire [4:0] RegisterRt_ID_EX;
  output reg Stall_Data_Hazard;
  always@(*) begin
    if (MemRead_ID_EX == 1'b1 && (RegisterRt_ID_EX == RegisterRs_IF_ID ||
        RegisterRt_ID_EX == RegisterRt_IF_ID)) begin
        Stall_Data_Hazard <= 1'b1;
    end
    else if (RegWrite_EX_MEM == 1'b1 && (RegisterRt_ID_EX != 0) &&
            (RegisterRt_ID_EX == RegisterRs_IF_ID ||
            RegisterRt_ID_EX == RegisterRt_IF_ID)) begin
        Stall_Data_Hazard <= 1'b1;
    end
    else begin
      Stall_Data_Hazard <= 1'b0;
    end
  end
endmodule
```

## /design/flow/run.sh

```bash
#!/bin/bash
# OpenROAD 26Q1-2900-gdf79404cd8, Yosys 0.63+post, stock flow scripts
make -C /OpenROAD-flow-scripts/flow DESIGN_CONFIG=/design/flow/config.mk WORK_HOME=/design/flow/orfs finish
```

## /design/flow/config.mk

```make
export PLATFORM = sky130hd
export DESIGN_NAME = hazard
export DESIGN_NICKNAME = hazard
export VERILOG_FILES = /design/flow/design.v
export SDC_FILE = /design/flow/constraint.sdc
export NUM_CORES = 4
export LEC_CHECK = 1
export CORE_AREA = 10 10 70 70
export DIE_AREA = 0 0 80 80
```

## /design/flow/constraint.sdc

```tcl
current_design hazard

set clk_period 1.4
set clk_io_pct 0.2

create_clock -name clk0 -period $clk_period

set non_clock_inputs [all_inputs -no_clocks]
set_input_delay [expr $clk_period * $clk_io_pct] -clock clk0 $non_clock_inputs
set_output_delay [expr $clk_period * $clk_io_pct] -clock clk0 [all_outputs]
```

==> Changelog: implementation <==
### Implementation results

* Arrival @ worst endpoint at between 1 and 1.5 ns
* Least-Margin Pin Slew at ~0.17 ns
* Sequential cell area at 0 um^2
* GP Congestion at 0.829
* Status: complete, no violations
* Fp util at 3.96%
* Vertical die size at 80 um
* Flop pwr share at 0%
* MaxCap Viol Count at 0
* Int Power at 0.0000524 W
* Gr ovfl total at 0
* Seq/Total Area, Yosys at 0%
* Detailed-route via count at 198
* Pre-CTS setup slack at -0.801 ns
* Switching Fraction at between 30% and 40%
* Fin util at 10.9%
* Final number of setup-violating endpoints at 0
* Row cnt at 21
* Detailed Route Iter0 Violations at 2
* Routed WL per cell at 8.47 um
* Core area at 3420 um^2
* CLK BUF at 0
* Worst slew margin at 88.6%
* DIE AREA at 6400 um^2
* Clock Power Share at 0%
* Final WL at roughly 720 um
* Post-Syn Instances at 19
* Vias in the first global route at 227
* Tool warning count at 45
* Comb power frac at 100.0%
* Crit path time final at ~1.4 ns
* CP required at 1.12 ns
* Area Growth Syn to Fin at 176%
* Synthesis Warnings at 1
* HP Class: input pin to output port
* Cell count listed in synth_stat.txt at 19
* Total GRT Usage at 2.13%
* Antenna Cells at 0
* Flop count at 0
* Hold Crit Depth at 6
* Peak supply drop at 0.0000230 V
* Fin. Hold Viols at 0
* Sum Neg Setup Slack at 0 ns
* Power per Cell Area at about 230 nW/um^2
* Vias per cell at 2.33
* First-pass GRT wire length at between 1 and 1.5 mm
* Port buffer count at 18
* Peak fanout along the critical path at 1
* Die width at ~80 um
* Netlist cell types at 8
* Dominant logic cell type in the layout: buf_2
* Avg Cell Area, Syn at 7.11 um^2
* CP endpoint kind: output port
* Final WS setup at 0.0159 ns
* Layout cells sized above 1 at 46.2%
* Fin Hold WS at 1.02 ns
* Num ports at 29
* Yosys chip area at ~140 um^2
* Most frequent logic cells in the routed design: buf_2 (8), dlygate4sd2_1 (5), xor2_1 (4), xnor2_1 (4), nor3_2 (3)
* Post-CTS Setup Bufs at 0
* Pre-Repair DR Iteration Count at 2
* Leak Pwr at 0.142 nW
* Antenna Nets Post-Route at 0
* Startpoint types: input pin
* Kind of critical path: input pin to output port
* Initial antenna violation count at 0
* Achievable Freq at 722 MHz
* Tcrit/Tclk final at a little over nine tenths
* Slew Limit Fails at 0
* Remaining DRCs at 0
* RSZ-0062 raised after global routing: yes
* Netlist Area Pre-Place at approximately 140 um^2
* Largest net degree at the start of global routing at 4
* Net Switching at around 0.000034 W
-- logic make-up (layout without fill, tap and decap cells) --
group,Yosys count,in the layout,synth area share [%]
XOR/XNOR,10,10,64.8
AND/OR/NAND/NOR,7,7,27.8
AND-OR/OR-AND,2,2,7.41
buffers and inverters,0,20,0
-- cell type report --
class                      count  area [um^2]
fill                         405         3040
timing repair buffer          20          151
multi-input combinational     19          164
tap                           46         57.6
-- per-stage QoR --
stage / total power, W / std cells / instance area (um^2)
2_1_floorplan: 0.0000289 / 19 / 135
3_3_place_gp: 0.0000956 / 85 / 388
3_5_place_dp: 0.0000959 / 85 / 388
4_1_cts: 0.0000874 / 85 / 369
5_1_grt: 0.0000966 / 85 / 373
6_report: 0.0000868 / 85 / 373
-- worst paths after layout --
path | from | to | slack, ns
hold / removal | RegisterRt_ID_EX[4] | Stall_Data_Hazard | 1.02
setup / recovery | RegisterRt_IF_ID[4] | Stall_Data_Hazard | 0.02
-- worst max-delay path: stages --
cell	delay, ns
buf_6	0.09
xor2_2	0.16
nor3_2	0.19
nand3_1	0.12
a21oi_2	0.14
buf_2	0.12
-- power groups by stage --
| stage | logic, W | registers, W | clock network [W] |
|---|---|---|---|
| after global routing | 0.0000966 | 0 | 0 |
| final | 0.0000868 | 0 | 0 |
| after CTS | 0.0000874 | 0 | 0 |
-- per-layer routing --
layer | global-route usage (%) | up-vias | routed length [um] | share of wire [%]
li1 | - | 102 | - | -
met1 | 2.71 | 84 | 306 | 43
met2 | 3.53 | 12 | 320 | 44
met3 | 0.795 | 0 | 93 | 13
met4 | 0 | 0 | 0 | 0
met5 | 0 | - | 0 | 0
-- timing repair --
item	in CTS	in global routing
resized	52	1
hold buffers	0	0
gates cloned	0	0
pin swaps	14	1
hold endpoints to repair	0	0
setup endpoints to repair	1	1
-- synthesized netlist by cell type --
master | instances | share of area (%)
nand2_1 | 1 | 2.8
nor3_2 | 1 | 7.4
nor2_1 | 1 | 2.8
nor3_1 | 2 | 7.4
a21oi_1 | 2 | 7.4
nand3_1 | 2 | 7.4
xor2_1 | 6 | 39
xnor2_1 | 4 | 26
Power is estimated from default activity; no workload was simulated.
